==> flow/design.v <==
module Decoder (
    input [31:0] inst,
    output reg reg_write_enable,
    output reg [4:0] reg_read_addr_1,
    output reg [4:0] reg_read_addr_2,
    output reg [4:0] reg_write_addr,
    output reg data_write_enable,
    output reg [4:0] data_read_addr,
    output reg [4:0] data_write_addr,
    output reg [1:0] alu_ctrl,
    output reg reg_write_select,
    output reg branch,
    output reg [4:0] branch_offset
);
    always @(inst) begin
        casex ({inst[31:25], inst[14:12], inst[6:0]})
            17'bXXXXXXX_011_0000011: begin  
                reg_write_enable = 1'b1;
                reg_read_addr_1 = 5'b00000;
                reg_read_addr_2 = 5'b00000;
                reg_write_addr = inst[11:7];
                data_write_enable = 1'b0;
                data_read_addr = inst[19:15] + inst[24:20];
                data_write_addr = 5'b00000;
                alu_ctrl = 2'b00;
                reg_write_select = 1'b0;
                branch = 1'b0;
                branch_offset = 5'b00000;
            end
            17'bXXXXXXX_011_0100011: begin  
                reg_write_enable = 1'b0;
                reg_read_addr_1 = inst[24:20];
                reg_read_addr_2 = 5'b00000;  
                reg_write_addr = 5'b00000;
                data_write_enable = 1'b1;
                data_read_addr = 5'b00000;
                data_write_addr = inst[19:15] + inst[11:7];
                alu_ctrl = 2'b00;
                reg_write_select = 1'b0;
                branch = 1'b0;
                branch_offset = 5'b00000;
            end
            17'b0000000_111_0110011: begin  
                reg_write_enable = 1'b1;
                reg_read_addr_1 = inst[19:15];
                reg_read_addr_2 = inst[24:20];
                reg_write_addr = inst[11:7];
                data_write_enable = 1'b0;
                data_read_addr = 5'b00000;
                data_write_addr = 5'b00000;
                alu_ctrl = 2'b00;
                reg_write_select = 1'b1;
                branch = 1'b0;
                branch_offset = 5'b00000;
            end
            17'b0000000_110_0110011: begin  
                reg_write_enable = 1'b1;
                reg_read_addr_1 = inst[19:15];
                reg_read_addr_2 = inst[24:20];
                reg_write_addr = inst[11:7];
                data_write_enable = 1'b0;
                data_read_addr = 5'b00000;
                data_write_addr = 5'b00000;
                alu_ctrl = 2'b01;
                reg_write_select = 1'b1;
                branch = 1'b0;
                branch_offset = 5'b00000;
            end
            17'b0000000_000_0110011: begin  
                reg_write_enable = 1'b1;
                reg_read_addr_1 = inst[19:15];
                reg_read_addr_2 = inst[24:20];
                reg_write_addr = inst[11:7];
                data_write_enable = 1'b0;
                data_read_addr = 5'b00000;
                data_write_addr = 5'b00000;
                alu_ctrl = 2'b10;
                reg_write_select = 1'b1;
                branch = 1'b0;
                branch_offset = 5'b00000;
            end
            17'b0100000_000_0110011: begin  
                reg_write_enable = 1'b1;
                reg_read_addr_1 = inst[19:15];
                reg_read_addr_2 = inst[24:20];
                reg_write_addr = inst[11:7];
                data_write_enable = 1'b0;
                data_read_addr = 5'b00000;
                data_write_addr = 5'b00000;
                alu_ctrl = 2'b11;
                reg_write_select = 1'b1;
                branch = 1'b0;
                branch_offset = 5'b00000;
            end
            17'bXXXXXXX_000_1100011: begin  
                reg_write_enable = 1'b0;
                reg_read_addr_1 = inst[19:15];
                reg_read_addr_2 = inst[24:20];
                reg_write_addr = 5'b00000;
                data_write_enable = 1'b0;
                data_read_addr = 5'b00000;
                data_write_addr = 5'b00000;
                alu_ctrl = 2'b11;
                reg_write_select = 1'b0;
                branch = 1'b1;
                branch_offset = {inst[25], inst[11:8]} >> 1;
            end
            default: begin
                reg_write_enable = 1'b0;
                reg_read_addr_1 = 5'b00000;
                reg_read_addr_2 = 5'b00000;
                reg_write_addr = 5'b00000;
                data_write_enable = 1'b0;
                data_read_addr = 5'b00000;
                data_write_addr = 5'b00000;
                alu_ctrl = 2'b00;
                reg_write_select = 1'b0;
                branch = 1'b0;
                branch_offset = 5'b00000;
            end
        endcase
    end
endmodule
==> flow/run.sh <==
#!/bin/bash
# OpenROAD 26Q1-2900-gdf79404cd8, Yosys 0.63+post, stock flow scripts
make -C /OpenROAD-flow-scripts/flow DESIGN_CONFIG=/design/flow/config.mk WORK_HOME=/design/flow/orfs finish
==> flow/config.mk <==
export PLATFORM = sky130hd
export DESIGN_NAME = Decoder
export DESIGN_NICKNAME = Decoder
export VERILOG_FILES = /design/flow/design.v
export SDC_FILE = /design/flow/constraint.sdc
export NUM_CORES = 4
export LEC_CHECK = 1
export CORE_AREA = 10 10 86 86
export DIE_AREA = 0 0 96 96
==> flow/constraint.sdc <==
current_design Decoder

set clk_period 4.8
set clk_io_pct 0.2

create_clock -name clk0 -period $clk_period

set non_clock_inputs [all_inputs -no_clocks]
set_input_delay [expr $clk_period * $clk_io_pct] -clock clk0 $non_clock_inputs
set_output_delay [expr $clk_period * $clk_io_pct] -clock clk0 [all_outputs]
==> run_results.csv <==
group,metric,value,unit
run_status,status,"complete, no violations",
place,dpl.hpwl,2950,um
final_layout,flops,0,
critical_path,crit_path_end_kind,"output port",
final_timing,setup_viol,0,
clock_tree,cts_hold_buf,0,
routing,first_pass_iters,3,
floorplanning,core.rowCount,27,
pwr,p_clk_frac,0,
min_path,hp-class,"input pin to output port",
final_layout,area.growth.synth_to_final,106,%
routing,drt_wl_total,3200,um
final_timing,hold_viol,0,
final_layout,drive_above_1_share,0.0955,
critical_path,crit_type,"input pin to output port",
final_layout,nClkBuffers,0,
global_routing,grt_first_pass_wirelength,4810,um
clock_tree,cts_resized,0,
critical_path,critPathLaunchType,"input pin",
routing,post_drt_wl_per_cell,14.0,um
pwr,ir_drop,0.0228,mV
routing,ant_nets,0,
final_timing,max_freq,243,MHz
routing,drt_iter0_drc,23,
floorplanning,initCoreUtil,0.127,
floorplanning,io_pins,68,
place,place_congestion,0.764,
floorplanning,coreArea,5540,um^2
global_routing,grt_usage,0.0653,
synthesis,ys_types,38,
critical_path,crit_family,"buffers and inverters",
critical_path,cp.required,3.84,ns
pwr,switchingPower,26.0,uW
place,place_ws,0.622,ns
run,drv_cap,0,
clock_tree,post_cts_buffers,0,
pwr,seqPwrFrac,0,
pwr,internal-power,41.3,uW
floorplanning,die_w,96,um
global_routing,antenna_found_initial,0,
pwr,p_leak,0.000550,uW
global_routing,overflow,0,
global_routing,grt_max_degree,11,
synthesis,ys_cells,91,
synthesis,yosys_area,706,um^2
critical_path,crit_buf_inv,2,
final_timing,rsz0062_at_grt,"no",
final_timing,slew_viol_final,0,
routing,drcViolationCount,0,
synthesis,ys_seq_frac,0,
place,port_buffers,67,
routing,drt-vias-per-instance,3.73,
routing,antenna_cells,0,
critical_path,crit_fanout,10,
critical_path,arrival,3.16,ns
final_layout,fillers,612,
synthesis,postSynthAreaPerCell,7.75,um^2
final_timing,layout_setup_ws,0.677,ns
run,warnings,32,
synthesis,netlist_area,706,um^2
pwr,power_frac_comb,1.000,
final_layout,ff_latch_area,0,um^2
synthesis,ys_warn_count,1,
final_timing,fin_crit,4.12,ns
routing,via_count,855,
critical_path,cp_slowest_stage_delay,0.52,ns
critical_path,crit_slowest_cell,"or4_4",
pwr,power.density,46.3,nW/um^2
global_routing,grt_pass1_vias,898,
floorplanning,die_h,96,um
synthesis,netlist_instances,91,
pwr,switching_share,0.387,
critical_path,path_cells,"clkdlybuf4s50_1 -> nand4bb_4 -> or4_4 -> o21ai_2 -> a22o_2 -> clkdlybuf4s50_1",
critical_path,cpMostUsedCell,"clkdlybuf4s50_1",
floorplanning,chipArea,9220,um^2
final_timing,fin_setup_tns,0,ns
final_timing,period_used_share,0.859,
-- worst paths after layout --
| kind | end | startpoint | depth (start not counted) | slack (ns) |
|---|---|---|---|---|
| hold / removal | branch_offset[3] | inst[25] | 3 | 2.91 |
| setup / recovery | reg_read_addr_1[2] | inst[1] | 6 | 0.68 |
-- cells in the mapped netlist --
cell type / instances / share of area
nand3b_1: 2 / 0.021
conb_1: 1 / 0.0053
xor2_1: 2 / 0.025
and2b_2: 1 / 0.012
or2_1: 1 / 0.0089
or2b_1: 1 / 0.011
and2_1: 7 / 0.062
nor3_1: 3 / 0.021
or3_4: 1 / 0.016
o21a_1: 2 / 0.021
o21ai_1: 1 / 0.0071
o31a_1: 1 / 0.012
and3_1: 4 / 0.035
o21ai_0: 3 / 0.021
o21ai_2: 1 / 0.012
nand4bb_4: 1 / 0.039
inv_1: 4 / 0.021
or2_2: 1 / 0.0089
buf_6: 1 / 0.016
ha_1: 8 / 0.14
fa_1: 2 / 0.057
and3b_1: 2 / 0.025
a21oi_1: 4 / 0.028
or4_4: 1 / 0.016
xnor2_1: 4 / 0.050
nor2b_1: 2 / 0.018
nor3b_1: 4 / 0.043
a21o_1: 3 / 0.032
buf_4: 1 / 0.011
and2_2: 1 / 0.011
nand2_1: 2 / 0.011
nand4bb_1: 1 / 0.016
nand3_1: 1 / 0.0071
nor2_1: 8 / 0.043
a22o_2: 5 / 0.071
nor3_2: 1 / 0.014
or3_1: 2 / 0.018
clkinv_4: 1 / 0.012
-- layout make-up --
| cell class | count | area, um^2 | share of cell area |
|---|---|---|---|
| Multi-Input combinational cell | 84 | 663 | 0.456 |
| Tap cell | 72 | 90.1 | 0.0619 |
| Inverter | 5 | 23.8 | 0.0163 |
| Timing Repair Buffer | 68 | 678 | 0.466 |
-- per-stage QoR --
step	utilization	hold slack [ns]	instances	total power [uW]	instance area, um^2
CTS	0.263	2.92	229	68.4	1460
floorplan	-	1.99	91	29.8	706
global route	0.263	2.94	229	75.3	1460
detailed placement	0.263	2.91	229	68.0	1460
global placement	0.263	2.92	229	67.8	1460
finish	0.263	2.91	229	67.3	1460
-- power groups by stage --
stage	sequential [uW]	clock, uW	combinational [uW]
after CTS	0	0	68.4
after global routing	0	0	75.3
final	0	0	67.3
-- cells by family (layout without fill, tap and decap cells) --
group,count (synthesis),in the layout,share of synthesized area
AOI/OAI and AO/OA,20,20,0.206
xor gates and xnor gates,6,6,0.0745
adders and majority gates,10,10,0.199
buffers and inverters,7,73,0.0603
other,1,1,0.00531
and+or+nand+nor,47,47,0.456
-- per-layer routing --
layer | global-route usage | vias up | wire length, um
met4 | 0 | 0 | 0
met5 | 0 | - | 0
met1 | 0.0815 | 358 | 1340
li1 | - | 459 | -
met2 | 0.108 | 38 | 1450
met3 | 0.0291 | 0 | 398
-- layout by cell type, fill, tap and decap left out, drive strengths merged, types with 2 or more instances in the layout --
cell            n
a22o            5
xor2            2
o21a            2
nor2b           2
nor2            8
a21oi           4
nand3b          2
or2             2
and2            8
and3b           2
nor3b           4
nand4bb         2
and3            4
nor3            4
inv             4
a21o            3
xnor2           4
fa              2
ha              8
or3             3
nand2           2
clkdlybuf4s50  67
o21ai           5
Power is estimated from default activity; no workload was simulated.
