==> ./design.v <==
module Register (
    input clk,
    input write_enable,
    input [4:0] read_addr_1,
    input [4:0] read_addr_2,
    input [4:0] write_addr,
    input [7:0] write_data,
    output [7:0] read_data_1,
    output [7:0] read_data_2
);
    reg [7:0] mem [0:31];
    initial begin
        for (integer i = 0; i < 32; i = i + 1) begin
            mem[i] = 0;
        end
    end
    assign read_data_1 = mem[read_addr_1];
    assign read_data_2 = mem[read_addr_2];
    always @(posedge clk) begin
        if (write_enable) begin
            mem[write_addr] <= write_data;
        end
    end
endmodule
==> ./run.sh <==
#!/bin/bash
# OpenROAD 26Q1-2900-gdf79404cd8, Yosys 0.63+post, stock flow scripts
make -C /OpenROAD-flow-scripts/flow DESIGN_CONFIG=/design/flow/config.mk WORK_HOME=/design/flow/orfs finish
==> ./config.mk <==
export PLATFORM = sky130hd
export DESIGN_NAME = Register
export DESIGN_NICKNAME = Register
export VERILOG_FILES = /design/flow/design.v
export SDC_FILE = /design/flow/constraint.sdc
export NUM_CORES = 4
export LEC_CHECK = 1
export CORE_UTILIZATION = 50
==> ./constraint.sdc <==
current_design Register

set clk_period 2.6
set clk_io_pct 0.2

create_clock -name clk0 -period $clk_period [get_ports {clk}]

set non_clock_inputs [all_inputs -no_clocks]
set_input_delay [expr $clk_period * $clk_io_pct] -clock clk0 $non_clock_inputs
set_output_delay [expr $clk_period * $clk_io_pct] -clock clk0 [all_outputs]
==> results_dict.tcl <==
# collected from the flow reports
set metrics [dict create \
    grt_usage 0.304 \
    finalSetupTns_ps -4640 \
    clockBufferDepth 3 \
    crit_path_max_fanout 2 \
    ys_sh_adder 0 \
    die_w_um 156 \
    largest_reg_flops 256 \
    compound_area_frac 0 \
    wl_met3_mm 4.96 \
    ir_drop_uv 591 \
    p_per_area_mw_per_mm2 675 \
    cts_buffers 27 \
    post-place-ws_ps -655 \
    max_cap_viol_count 0 \
    violations "setup timing" \
    fin_crit_ps 3010 \
    die.size.y_um 156 \
    tool_warnings 27 \
    synth.avg_cell_area_um2 23.0 \
    routed.top_layer "met4" \
    ys_warn_count 1 \
    top_regs "mem x256" \
    topCombFamilyByArea "multiplexers" \
    fmax_ghz 0.332 \
    cts_hold_buffers 0 \
    syn-instance-count 516 \
    netlist_area_mm2 0.0119 \
    layout_top_cell "edfxtp_1" \
    numPortBuffers 40 \
    cts_tree "done" \
    wl_met1_mm 10.0 \
    cts_num_sinks 256 \
    period_used_share 1.16 \
    finalPower_mw 9.80 \
    area_growth_pct 22.1 \
    fin_util 0.620 \
    endpoint_kind "output pin" \
    dr.first_iter.drc_count 331 \
    topCellsByArea "edfxtp_1, mux4_2, mux2_2" \
    grt_overflow 0 \
    critPathKind "reg -> out" \
    largest_register "mem" \
    gp_congestion 0.891 \
    max_slew_margin 0.727 \
    die_area_mm2 0.0244 \
    fillers 1623 \
    dp_hpwl_mm 19.9 \
    clkTransAtPathRegs_ps 60 \
    vias 6127 \
    insertedDiodeCount 0 \
    grt_max_degree 33 \
    crit_arrival_ps 2490 \
    hold_path_class "in -> reg" \
    antenna_found_initial 0 \
    status "finished, violations left" \
    synth_area_leader_cell "edfxtp_1" \
    antenna_left 0 \
    vias_per_cell 6.30 \
    cp-start-kind "flip-flop" \
    top_area_frac 0.647 \
    ys_types 14 \
    htreeDepth 1 \
    finalSetupViolations 16 \
    power_leakage_nw 4.75 \
    fp-row-count 56 \
    ys_cells 516 \
    ys_chip_area_mm2 0.0119 \
    drcViolationCount 0 \
    required_ps 2080 \
    mux_share 0.318 \
    postLayoutSetupSlackWorst_ps -408 \
    synth_seq_share 0.647 \
    drv_slew 0 \
    layout_top_cells "edfxtp_1, mux4_2, buf_4" \
    worst_pin_slew_ps 409 \
    wl_per_cell_um 31.7 \
    rsz0062_at_grt "yes" \
    first_global_vias 7204 \
    wl_met2_mm 14.9 \
    io_pins 41 \
    cts_root_buf "clkbuf_16" \
    grt_first_pass_wirelength_mm 45.6 \
    drive_gt1_frac 0.505 \
    ys_sh_simple 0.0175 \
    initCoreUtil 0.508 \
    finalHoldViolations 0 \
    first_pass_iters 4 \
    numSynthFlops 256 \
    ys_sh_xor 0 \
    coreArea_mm2 0.0234 \
    routed_wl_mm 30.8 \
]
-- worst max-delay path, cell delays in order (launching register included) --
cell	delay [ps]
edfxtp_1	410
buf_4	150
mux4_2	480
mux4_2	510
mux2_4	300
buf_2	120
-- final timing paths --
check | startpoint | end | slack (ps) | cells after the start
min | write_data[3] | mem[24][3] | 820 | 2
max | mem[31][0] | read_data_2[0] | -410 | 5
-- power by group --
| group | internal, mW | switching (mW) | leakage (nW) |
|---|---|---|---|
| registers | 4.59 | 0.0223 | 2.31 |
| clock network | 2.70 | 1.57 | 0.479 |
| logic | 0.513 | 0.410 | 1.96 |
| total | 7.80 | 2.00 | 4.75 |
-- layer usage --
metal | global-route usage | vias up
li1 | - | 2548
met1 | 0.409 | 3117
met2 | 0.440 | 412
met3 | 0.215 | 50
met4 | 0.0696 | 0
met5 | 0 | -
-- logic make-up (layout without fill, tap and decap cells) --
family / count (synthesis) / after routing
multiplexers: 176 / 176
buffers and inverters: 39 / 176
flip-flops: 256 / 256
AND/OR/NAND/NOR: 45 / 45
-- stage by stage --
stage | area, um^2 | hold slack [ps] | instances
finish | 14500 | 816 | 972
global route | 14500 | 831 | 972
CTS | 14500 | 806 | 969
detailed placement | 13300 | 1360 | 911
global placement | 13300 | 1350 | 911
floorplan | 11900 | 619 | 516
-- synthesized netlist by cell type (all sizes together) --
cell	count
edfxtp	256
mux4	160
nor2	33
buf	32
mux2	16
clkbuf	7
nand3b	5
or3b	3
nand3	2
nand2	1
or3	1
-- repair_timing --
item	CTS	global route
cloned	6	0
gates resized	81	4
setup buffers	4	3
setup endpoints to repair	16	16
-- final cells by class --
type / count / area [um^2] / area share
tap: 319 / 399 / 0.0275
clock buffer: 29 / 683 / 0.0471
timing repair buffer: 128 / 1390 / 0.0954
multi-input combinational: 221 / 4050 / 0.279
sequential: 256 / 7690 / 0.530
clock inverter: 19 / 310 / 0.0214
Power figures rest on the tool's default switching activity, not on a simulated workload.
