<file path="flow/run.sh">
#!/bin/bash
# OpenROAD 26Q1-2900-gdf79404cd8, Yosys 0.63+post, stock flow scripts
make -C /OpenROAD-flow-scripts/flow DESIGN_CONFIG=/design/flow/config.mk WORK_HOME=/design/flow/orfs finish
</file>
<file path="flow/config.mk">
export PLATFORM = sky130hd
export DESIGN_NAME = DataHazardCtrl
export DESIGN_NICKNAME = DataHazardCtrl
export VERILOG_FILES = /design/flow/design.v
export SDC_FILE = /design/flow/constraint.sdc
export NUM_CORES = 4
export LEC_CHECK = 1
export CORE_AREA = 10 10 74 74
export DIE_AREA = 0 0 84 84
</file>
<file path="flow/constraint.sdc">
current_design DataHazardCtrl

set clk_period 2.6
set clk_io_pct 0.2

create_clock -name clk0 -period $clk_period

set non_clock_inputs [all_inputs -no_clocks]
set_input_delay [expr $clk_period * $clk_io_pct] -clock clk0 $non_clock_inputs
set_output_delay [expr $clk_period * $clk_io_pct] -clock clk0 [all_outputs]
</file>
<file path="flow/design.v">
module DataHazardCtrl (
    input clk,
    input ex_mem_reg_write_enable,
    input [4:0] ex_mem_reg_write_addr,
    input mem_wb_reg_write_enable,
    input [4:0] mem_wb_reg_write_addr,
    input wb_reg_write_enable,
    input [4:0] wb_reg_write_addr,
    input [4:0] id_ex_reg_read_addr_1,
    input [4:0] id_ex_reg_read_addr_2,
    input id_ex_reg_write_enable,
    input id_ex_reg_write_select,
    input [4:0] id_ex_reg_write_addr,
    input [31:0] if_id_inst,
    output reg [1:0] forward_1,
    output reg [1:0] forward_2,
    output reg stall
);
    always @(*) begin
        if (ex_mem_reg_write_enable
            && (ex_mem_reg_write_addr != 0)
            && (ex_mem_reg_write_addr == id_ex_reg_read_addr_1)) begin
            forward_1 = 2'b01;
        end else if (mem_wb_reg_write_enable
            && (mem_wb_reg_write_addr != 0)
            && (mem_wb_reg_write_addr == id_ex_reg_read_addr_1)) begin
            forward_1 = 2'b10;
        end else if (wb_reg_write_enable
            && (wb_reg_write_addr != 0)
            && (wb_reg_write_addr == id_ex_reg_read_addr_1)) begin
            forward_1 = 2'b11;
        end else begin
            forward_1 = 2'b00;
        end
        if (ex_mem_reg_write_enable
            && (ex_mem_reg_write_addr != 0)
            && (ex_mem_reg_write_addr == id_ex_reg_read_addr_2)) begin
            forward_2 = 2'b01;
        end else if (mem_wb_reg_write_enable
            && (mem_wb_reg_write_addr != 0)
            && (mem_wb_reg_write_addr == id_ex_reg_read_addr_2)) begin
            forward_2 = 2'b10;
        end else if (wb_reg_write_enable
            && (wb_reg_write_addr != 0)
            && (wb_reg_write_addr == id_ex_reg_read_addr_2)) begin
            forward_2 = 2'b11;
        end else begin
            forward_2 = 2'b00;
        end
        if ((id_ex_reg_write_enable && !id_ex_reg_write_select)
            && ((id_ex_reg_write_addr == if_id_inst[19:15])
            || (id_ex_reg_write_addr == if_id_inst[24:20]))) begin
            stall = 1;
        end else begin
            stall = 0;
        end
    end
endmodule
</file>
==> results.txt <==
fresh numbers from the pnr run: DRT iter0 DRCs=15, Synth-to-Final Area Change=129%, layout cell share with drive strength beyond 1=24.8%, Final period util=97.4%, FF/Latch Area=0 um2, CP peak stage delay=0.49 ns, Clk pwr share=0%, Top delay family on crit path=buffers and inverters, GPL Wtd Cong=0.902, Cell Area, Placed=0.00124 mm2, total gr overflow=0, first-pass GRT wire length=3.91 mm, Worst EP required=2.08 ns, Finished Cell Area=0.00127 mm2, sequential cell count=0, Vias/cell=3.90, pre-CTS WS=-0.423 ns, Routed Antenna Nets=0, sequential share of power=0%, Yosys Warn Count=1, final core utilization=32.0%, Crit path arrival time=2.01 ns, fp util=14.0%, final WL=2.37 mm, Min-Delay Path Class=input pin to primary output, critical path launch point type=input pin, vias in the first global route=851, CLK BUF=0, core area=0.00397 mm2, Slew Limit Fails=0, number of antenna violations at the first check in global routing=0, number of detailed-route iterations in the first pass=3, maxcap violations=0, count of cell types in the netlist=15, NetSw=0.0642 mW, switch share=37.2%, Final Hold Viols=0, WL/cell=12.4 um, Post-Syn Instances=72, die height=84 um, Sum Neg Setup Slack=0 ns, Mean Syn Cell Area=7.70 um2, antenna cells=0, DR vias=744, drt drc=0, CP Max Fanout=2, Leakage=0.542 nW, cell chain of the critical path=dlygate4sd2_1, buf_4, xor2_1, or4_4, buf_4, o21ai_2, dlygate4sd2_1, Slew HR=86.2%, kind of critical path=input pin to primary output, pin count of the biggest net entering global routing=5, I/O Buffers=50, Chip Area=0.00706 mm2, Final Power=0.173 mW, OpenROAD warnings=55, Placed Cells=188, IO Count=73, worst vdd rail ir drop=0.0438 mV, Comb pwr share=100.0%, Die X=84 um, dpl hpwl=2.17 mm, pwr dens=136 mW/mm2, final cell count without fillers=191, WHS=1.65 ns, worst slew pin tran=0.205 ns, WP buf/inv=4, status=finished clean, Final Worst Setup Slack=0.0684 ns, YS chip area=554 um2, final setup fails=0, GRT Util Overall=6.42%, crit path time final=2.53 ns, ys cells=72, Site Rows=23, Post-synth seq share=0%, Int Power=0.108 mW, Worst setup EP type=primary output, Critical-path top delay cell=or4_4, RSZ-0062 raised after global routing=false, mapped cell area=554 um2, Max Fclk=395 MHz
power by group through the flow:
| stage | logic, mW | clock network, mW | registers (mW) |
|---|---|---|---|
| 4_1_cts | 0.175 | 0 | 0 |
| 6_report | 0.173 | 0 | 0 |
| 5_1_grt | 0.188 | 0 | 0 |
cell usage in the layout (no fill, tap or decap), types with 3 or more instances in the layout:
cell type / n
clkdlybuf4s50_1: 17
buf_4: 18
nand4_1: 4
nor3_1: 3
dlymetal6s2s_1: 4
clkdlybuf4s15_1: 6
or4_4: 5
xor2_1: 14
o21ai_2: 3
nand3_1: 4
xnor2_1: 26
dlygate4sd2_1: 20
per-layer routing:
metal  vias up  part of all wire [%]  GRT usage (%)
li1        396                     -              -
met1       318                    43           7.68
met2        30                    49           11.7
met3         0                   7.3           1.77
met4         0                     0              0
met5         -                     0              0
repair_timing:
item	4_1_cts	5_1_grt
buffers inserted	2	1
hold buffers	0	0
setup endpoints to repair	4	3
pin swaps	17	12
resized	44	10
final timing paths:
path	startpoint	end	slack, ns	cells after the start
setup / recovery	id_ex_reg_read_addr_2[0]	forward_2[0]	0.07	7
hold / removal	id_ex_reg_write_addr[0]	stall	1.65	6
final cells by class:
cell class | count | area, um2
Multi-Input combinational cell | 72 | 586
Timing Repair Buffer | 69 | 623
Tap cell | 50 | 62.6
Fill cell | 415 | 2700
cells in the mapped netlist (all sizes together):
library cell / count / area (um2)
nand3: 4 / 20.0
nand2b: 1 / 6.26
xor2: 14 / 123
or3: 2 / 12.5
or4: 7 / 60.1
nand4: 4 / 25.0
xnor2: 26 / 228
nor3: 4 / 20.0
nor2: 2 / 10.0
a21boi: 2 / 22.5
nand2: 2 / 7.51
o21ai: 3 / 15.0
a21oi: 1 / 5.00
worst min-delay path, delay by kind of cell:
kind	cells	cell delay (ns)
AOI/OAI and AO/OA	1	0.05
xor gates and xnor gates	1	0.15
buffers and inverters	2	0.27
and+or+nand+nor	2	0.14
cells by family after synthesis:
family	after synthesis	share of synthesized area, %
xor+xnor	40	63.2
compound gates	6	7.67
simple gates	26	29.1
Power is estimated from default activity; no workload was simulated.
